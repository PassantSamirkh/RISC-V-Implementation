===== flow/design.v =====
`timescale 1ps/1ps
module Mem_data (mem_rd, clk, dm_we, mem_addr, mem_wd);
input clk ;
input dm_we;
input [7:0] mem_addr;
input [31:0] mem_wd;
output [31:0] mem_rd;
reg [31:0] RAM [0:255];
assign #100 mem_rd = RAM[mem_addr] ;
always @ (posedge clk)
begin
if (dm_we) 
	RAM[mem_addr] <= #100 mem_wd;
end
endmodule

===== flow/run.sh =====
#!/bin/bash
# OpenROAD 26Q1-2900-gdf79404cd8, Yosys 0.63+post, stock flow scripts
make -C /OpenROAD-flow-scripts/flow DESIGN_CONFIG=/design/flow/config.mk WORK_HOME=/design/flow/orfs finish

===== flow/config.mk =====
export PLATFORM = sky130hd
export DESIGN_NAME = Mem_data
export DESIGN_NICKNAME = Mem_data
export VERILOG_FILES = /design/flow/design.v
export SDC_FILE = /design/flow/constraint.sdc
export NUM_CORES = 4
export LEC_CHECK = 1
export CORE_UTILIZATION = 30
export SYNTH_MEMORY_MAX_BITS = 65536

===== flow/constraint.sdc =====
current_design Mem_data

set clk_period 52.6
set clk_io_pct 0.2

create_clock -name clk0 -period $clk_period [get_ports {clk}]

set non_clock_inputs [all_inputs -no_clocks]
set_input_delay [expr $clk_period * $clk_io_pct] -clock clk0 $non_clock_inputs
set_output_delay [expr $clk_period * $clk_io_pct] -clock clk0 [all_outputs]

==> results.py <==
# Flow results
metrics = {
    "synthesis": {
        "synth_adder_area_share_pct": 0,
        "ys.flops": 8192,
        "ys_warn_count": 1,
        "synth.avg_cell_area_um2": 23.62,
        "fraction_of_the_mapped_netlist_area_in_compound_gates_pct": 3.688,
        "synthTopLogicFamily": "multiplexers",
        "yosysTopAreaCellShare_pct": 79.77,
        "ys_cells": 13060,
        "xor_and_xnor_fraction_of_the_mapped_netlist_area_pct": 0,
        "postSynthSeqShare_pct": 79.77,
        "synthSimpleGateAreaFrac_pct": 0.4897,
        "top_cells_by_area": "sky130_fd_sc_hd__edfxtp_1 (80%), sky130_fd_sc_hd__mux4_2 (15%), sky130_fd_sc_hd__a22oi_1 (2.5%), sky130_fd_sc_hd__a21oi_1 (0.83%), sky130_fd_sc_hd__clkbuf_1 (0.61%)",
        "post_synth_inst_count": 13060,
        "synth.yosys.chip_area_um2": 308400,
        "synthesized_area_um2": 308400,
        "largest_area_cell": "sky130_fd_sc_hd__edfxtp_1",
        "synth.mux.area_fraction_pct": 14.96,
        "synth_cell_type_count": 21,
    },
    "setup_path": {
        "crit_arrival_ns": 19.01,
        "critical_path_required_ns": 42.08,
        "setup.worst_path.end_class": "output pin",
        "start_kind": "primary input",
        "timing_worst_setup_path_type": "primary input to output pin",
        "critical_path_peak_fanout": 61,
    },
    "pwr": {
        "total_power_uw": 13190,
        "switchingPower_uw": 2830,
        "p_int_uw": 10360,
        "p_comb_share_pct": 4.8,
        "power.density_cell_area_nw_per_um2": 36.98,
        "sw_frac_of_total_pct": 21.46,
        "clockPowerShare_pct": 40.7,
        "vdd.ir_drop.worst_mv": 0.03922,
        "leakage_uw": 0.1066,
        "seq_power_share_pct": 54.6,
    },
    "final_layout": {
        "drive_above_1_share_pct": 29.62,
        "fin_util_pct": 34.77,
        "final-comb-area_um2": 61920,
        "reg_top3": "RAM (8192)",
        "sequential_cell_area_um2": 246000,
        "regMostFlops": "RAM",
        "n_fill_cell": 92410,
        "syn2layout_area_growth_pct": 15.63,
        "largest_reg_flops": 8192,
        "most-common-layout-cells": "sky130_fd_sc_hd__edfxtp_1 (8192), sky130_fd_sc_hd__mux4_2 (2048), sky130_fd_sc_hd__a22oi_1 (1024)",
        "mostFrequentLayoutCell": "sky130_fd_sc_hd__edfxtp_1",
    },
    "global_routing": {
        "grt_pass1_vias": 162500,
        "antenna_found_initial": 45,
        "grt_pass1_wl_um": 1226000,
        "grt_start_max_net_pins": 129,
        "grt.total_usage_pct": 18.08,
        "grt_overflow": 0,
    },
    "sta": {
        "timing.final.max_slew_violations": 0,
        "setup_viol": 0,
        "clock.fmax_ghz": 0.03386,
        "report.final.hold_viol_count": 0,
        "final.setup.tns_ns": 0,
        "rsz0062_at_grt": "false",
        "timing_worst_slew_pin_value_ns": 1.425,
        "timing.final.crit_share_pct": 56.15,
        "max-slew-margin-rel_pct": 4.555,
        "finalWorstPathRequiredPeriod_ns": 29.53,
    },
    "min_path": {
        "hold-path-cell-count": 1,
        "worstHoldEndpoint": "RAM[227][5]",
        "hp-class": "primary input to flip-flop",
        "hp-start": "mem_wd[5]",
    },
    "clock_network": {
        "max-clock-path-buffers": 4,
        "cts_num_sinks": 8192,
        "cts_post_setup_buffers_inserted": 0,
        "cts_tree": "yes",
        "cts.hold.buffers_added": 0,
        "worst_setup_hold_path_clk_slew_ns": 0.06,
        "h_tree_depth": 6,
        "master_cell_of_the_clock_root_buffer": "sky130_fd_sc_hd__clkbuf_16",
        "postCtsResizedCells": 0,
        "total_clock_buffers_created_by_cts": 785,
    },
    "placement": {
        "gpl.final_weighted_congestion": 0.8573,
        "hpwl_um": 499800,
        "place.port_buffers": 73,
    },
    "route": {
        "vias": 145800,
        "post_drt_via_cell_ratio": 5.158,
        "dr.pass1.iters": 6,
        "detail-route-antenna-nets": 0,
        "drc": 0,
        "detail_route.iter0.violations": 10080,
        "drt-total-wl_um": 874800,
        "route.detailed.wl_per_inst_um": 30.94,
    },
    "run": {
        "warning_count": 38,
        "maxCapViolations": 0,
    },
    "floorplan": {
        "chipArea_um2": 1032000,
        "die_height_um": 1016,
        "number_of_rows_created_at_floorplan": 372,
        "die_width_um": 1016,
        "top_level_ports": 74,
        "placeableCoreArea_um2": 1025000,
        "initial_utilization_pct": 30.07,
    },
    "outcome": {
        "result_of_the_run": "complete, no violations",
    },
}
## metal layers
metal	routed length (um)	track usage [%]	vias to the layer above
met5	501	0.2942	-
met4	45320	7.061	38
met3	168800	15.84	1627
met2	413800	27.38	10900
met1	246300	17.27	74570
li1	-	-	58690
## per-stage QoR
step	hold WS (ns)	worst slack (ns)	area [um^2]	std cells
after floorplan	10.62	29.70	308400	13060
after global placement	10.92	22.40	332200	26800
after detailed placement	10.92	22.85	332200	26800
after CTS	9.668	22.87	356500	28240
after global routing	9.715	22.27	356500	28260
final	9.743	23.07	356600	28270
## power groups by stage
stage     Combinational [uW]  Sequential (uW)  Clock, uW
6_report                 628             7200       5360
5_1_grt                  669             7190       5680
4_1_cts                  635             7200       5440
## synthesized netlist by cell type
| library cell | number |
|---|---|
| sky130_fd_sc_hd__a21oi_1 | 512 |
| sky130_fd_sc_hd__a22oi_1 | 1024 |
| sky130_fd_sc_hd__and2_1 | 3 |
| sky130_fd_sc_hd__buf_1 | 64 |
| sky130_fd_sc_hd__buf_2 | 209 |
| sky130_fd_sc_hd__buf_4 | 21 |
| sky130_fd_sc_hd__buf_6 | 4 |
| sky130_fd_sc_hd__clkbuf_1 | 498 |
| sky130_fd_sc_hd__edfxtp_1 | 8192 |
| sky130_fd_sc_hd__inv_1 | 1 |
| sky130_fd_sc_hd__mux4_2 | 2048 |
| sky130_fd_sc_hd__nand2_1 | 28 |
| sky130_fd_sc_hd__nand2b_1 | 6 |
| sky130_fd_sc_hd__nand3_1 | 13 |
| sky130_fd_sc_hd__nand4_1 | 32 |
| sky130_fd_sc_hd__nor2_1 | 232 |
| sky130_fd_sc_hd__nor2b_1 | 7 |
| sky130_fd_sc_hd__nor3_1 | 30 |
| sky130_fd_sc_hd__o41ai_1 | 128 |
| sky130_fd_sc_hd__or2_2 | 2 |
| sky130_fd_sc_hd__or3_1 | 1 |
## worst max-delay path, stage by stage
cell                              delay, ns
sky130_fd_sc_hd__buf_16                0.29
sky130_fd_sc_hd__buf_4                 0.57
sky130_fd_sc_hd__buf_4                 0.57
sky130_fd_sc_hd__buf_4                 0.55
sky130_fd_sc_hd__buf_12                0.45
sky130_fd_sc_hd__buf_4                 0.59
sky130_fd_sc_hd__buf_4                 0.70
sky130_fd_sc_hd__buf_4                 0.69
sky130_fd_sc_hd__buf_4                 0.60
sky130_fd_sc_hd__mux4_2                0.57
sky130_fd_sc_hd__a22oi_1               0.26
sky130_fd_sc_hd__a21oi_1               0.18
sky130_fd_sc_hd__o41ai_2               1.06
sky130_fd_sc_hd__buf_4                 0.28
sky130_fd_sc_hd__nand4_1               0.27
sky130_fd_sc_hd__clkdlybuf4s50_1       0.50
## area by class of cell
cell class / instances / area share [%]
clock inverter: 456 / 1.038
timing repair buffer: 887 / 2.030
sequential: 8192 / 68.99
antenna: 33 / 0.02316
inverter: 1 / 0.001053
clock buffer: 984 / 5.760
multi-input combinational: 4066 / 17.37
tap: 13650 / 4.790
## how the worst max path moves through the flow
stage	from	endpoint	slack [ns]
5_1_grt	mem_addr[0]	mem_rd[0]	22.27
6_report	mem_addr[0]	mem_rd[0]	23.07
4_1_cts	mem_addr[0]	mem_rd[18]	22.87
## cell families after synthesis
logic type | Yosys count
multiplexers | 2048
buffers and inverters | 797
AND/OR/NAND/NOR | 354
flip-flops | 8192
AND-OR/OR-AND | 1664
Power and IR drop assume default switching activity.
