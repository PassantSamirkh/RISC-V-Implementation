==> flow/design.v <==
`timescale 1ps/1ps
module adder (sum, a,b);
input [31:0] a,b;
output [31:0] sum;
assign #10 sum = a + b;
endmodule 
`timescale 1ps/1ps 
module ALU_riscv (rd, rs1, rs2, alu_sel);
input [31:0] rs1;
input [31:0] rs2;
input [3:0] alu_sel;
output reg [31:0] rd;
parameter SUM = 3'b000;
parameter OR  = 3'b110;
parameter AND = 3'b111;
wire [31:0] sum;
wire [31:0] add_sub;
assign #50 add_sub = alu_sel[3] ? ~rs2 : rs2;    
assign #50 sum = rs1 + add_sub + alu_sel[3];
always@ (*)
begin #50
	case (alu_sel[2:0])
	SUM:     begin 	    rd = sum ;       	end
	OR:      begin 	    rd = rs1 | rs2 ; 	end 
    AND:     begin 	    rd = rs1 & rs2 ;    end
    default: begin      rd = 32'bx; 	    end
	endcase 
	end
endmodule
`timescale 1ps/1ps 
module Control_Unit(pc_sel , RF_we, dm_we, b_sel, a_sel, wb_sel, imm_sel , alu_sel, inst, beq);
input [31:0] inst;
input beq; 
output reg pc_sel , RF_we, dm_we, b_sel , a_sel ;
output reg [1:0] wb_sel; 
output reg [2:0] imm_sel; 
output reg [3:0] alu_sel; 
parameter  LW     =7'b000_0011 ; 
parameter  SW     =7'b010_0011 ; 
parameter  OP_I   =7'b001_0011 ;       
parameter  OP     =7'b011_0011 ;       
parameter  JAL    =7'b110_1111 ; 
parameter  JALR   =7'b110_0111 ; 
parameter  BRANCH =7'b110_0011 ; 
always @(*)
begin
#50
case(inst[6:0]) 
	LW: begin 
		pc_sel=0; 
		RF_we=1; 
		dm_we=0; 
		a_sel =0;
		b_sel =1;
		wb_sel=2'b00; 
		imm_sel = 3'b001; 
		alu_sel = 4'b0000;
 end	
	SW: begin 
		pc_sel=0; 
		RF_we=0; 
		dm_we=1; 
		a_sel =0;
		b_sel =1;
		wb_sel=2'b00; 
		imm_sel = 3'b010; 
		alu_sel = 4'b0000;				 
end 
	OP_I: begin 
		pc_sel=0; 
		RF_we=1; 
		dm_we=0; 
		a_sel =0;
		b_sel =1;
		wb_sel=2'b01; 
		imm_sel = 3'b001; 
		alu_sel = {1'b0, inst[14:12]};		 
end
	OP: begin  
		pc_sel=0; 
		RF_we=1; 
		dm_we=0; 
		a_sel =0;
		b_sel =0;
		wb_sel=2'b01; 
		imm_sel = 3'b000; 
		alu_sel = {inst[30], inst[14:12]};		 
end
	JAL:  begin
		pc_sel=1; 
		RF_we=1; 
		dm_we=0; 
		a_sel =1;
		b_sel =1;
		wb_sel=2'b10; 
		imm_sel = 3'b100; 
		alu_sel = 4'b0000;				
end 
	JALR:  begin
		pc_sel=1; 
		RF_we=1; 
		dm_we=0; 
		a_sel =0;
		b_sel =1;
		wb_sel=2'b10; 
		imm_sel = 3'b001; 
		alu_sel = 4'b0000;				
 end 
    BRANCH: begin
		pc_sel= inst[12]?!beq  : beq ; 
		RF_we=1; 
		dm_we=0; 
		a_sel =1;
		b_sel =1;
		wb_sel=2'b00; 
		imm_sel = 3'b011; 
		alu_sel = 4'b0000;
end
	default : begin
		pc_sel=1'bx; 
		RF_we=1'b0; 
		dm_we=1'b0; 
		a_sel =1'bx;
		b_sel =1'bx;
		wb_sel=2'b00; 
		imm_sel = 3'bxxx; 
		alu_sel = 4'bxxxx;		
end 				 
endcase 
end 				   
endmodule
`timescale 1ps/1ps
module mux(out,in1,in2,sel);
input [31:0] in1;
input [31:0] in2;
input sel;
output reg [31:0] out;
always @(*)
begin
#10
if(!sel)
	out <= in1;
else
	out <= in2;
end
endmodule	
`timescale 1ps/1ps 
module program_counter(d_out, clk, rset, d_in);
input clk;
input rset;
input [31:0] d_in;
output reg [31:0] d_out;
always @(posedge clk, posedge rset)
begin 
#50
if (rset)
	d_out <= 0;
else 
	d_out <= d_in;	
end
endmodule
`timescale 1ps / 1ps
module branch_comp(r_data1,r_data2,beq);
output reg  beq ;
input [31:0] r_data1,r_data2;
always @(*)
begin #10
if (r_data1 == r_data2)	
	beq = 1 ; 
else
	beq =0 ; 
end
endmodule
`timescale 1ps/1ps 
module datapath(clk, rset, pc_sel, imm_sel, RF_we, a_sel, b_sel, alu_sel, wb_sel, beq, inst, pc, MEM_addr, MEM_rData, MEM_wDATA);
input clk , rset, pc_sel , a_sel , b_sel , RF_we; 
input [1:0] wb_sel ;
input [2:0] imm_sel; 
input [3:0] alu_sel ; 
input [31:0] inst , MEM_rData; 
output beq; 
output [31:0] pc, MEM_wDATA; 
output [7:0] MEM_addr;
wire [31:0] pc_next, pcplus_4, pc_i;
wire [31:0] rs1, rs2, wbdata1, wbdata2;
wire [31:0] imm;
wire [31:0] ALU_rs1, ALU_rs2, ALU_rd;
assign pc = pc_i;
assign MEM_addr = ALU_rd [7:0];
assign MEM_wDATA = rs2 ;
program_counter pcreg(.clk(clk),
                      .rset(rset),
					  .d_in(pc_next),
					  .d_out(pc_i));
adder pcadd(.a(pc_i),
            .b(32'b100),
			.sum(pcplus_4));
mux pcnextmux1(.in1(pcplus_4),
               .in2(ALU_rd),
               .out(pc_next),
               .sel(pc_sel));
register_file rf(.clk(clk),
                 .we(RF_we),
                 .r_add1(inst[19:15]),
                 .r_add2(inst[24:20]),
                 .w_add(inst[11:7]),
				 .r_data1(rs1),
				 .r_data2(rs2),
				 .w_data(wbdata2));
branch_comp brcomp(.r_data1(rs1),
                   .r_data2(rs2),
                   .beq(beq));
imm_gen immgen(.inst(inst),
               .imm_sel(imm_sel),
               .imm(imm));
mux amux(.in1(rs1),
         .in2(pc_i),
         .out(ALU_rs1),
         .sel(a_sel));
mux bmux(.in1(rs2),
         .in2(imm),
         .out(ALU_rs2),
         .sel(b_sel));		 
ALU_riscv alu(.rs1(ALU_rs1),                      
              .rs2(ALU_rs2),
			  .rd(ALU_rd),
			  .alu_sel(alu_sel));
mux wbmux1(.in1(MEM_rData),
           .in2(ALU_rd),
           .out(wbdata1),
           .sel(wb_sel[0]));	
mux wbmux2(.in1(wbdata1),
           .in2(pcplus_4),
           .out(wbdata2),
           .sel(wb_sel[1]));			 
endmodule
`timescale 1ps/1ps 
module imm_gen(imm, inst, imm_sel);
input [31:0] inst;
input [2:0] imm_sel;
output reg [31:0] imm;
always @(*)
begin
#50
case (imm_sel)
3'b001 : imm = {{21{inst[31]}}, inst[30:20]};                            
3'b010 : imm = {{21{inst[31]}}, inst[30:25], inst[11:8],inst[7]};                
3'b011 : imm = {{20{inst[31]}}, inst[7],inst[30:25],inst[11:8],1'b0};    
3'b100 : imm = {{11{inst[31]}}, inst[19:12],inst[20],inst[30:21],1'b0};  
default: imm = 32'bx;                                                    
endcase
end
endmodule
`timescale 1ps/1ps
module register_file (r_data1, r_data2, clk, we, r_add1, r_add2, w_add,w_data);
input clk, we; 
input [4:0] r_add1, r_add2, w_add; 
input [31:0] w_data; 
output [31:0] r_data1, r_data2; 
reg [31:0] RF [0:31]; 
always @ (posedge clk)
begin #50
if (we)
	RF[w_add]<= w_data; 
end 
assign #50 r_data1 = (r_add1==0)? 0 : RF[r_add1];
assign #50 r_data2 = (r_add2==0)? 0 : RF[r_add2];
endmodule
`timescale 1ps/1ps
module riscv_top(clk, rset, inst, MEM_rData, pc, MEM_addr, MEM_wDATA, dm_we);
input clk;
input rset;
input [31:0] inst;
input [31:0] MEM_rData;
output [31:0] pc;
output [7:0] MEM_addr;
output [31:0] MEM_wDATA;
output dm_we ;
wire beq, pc_sel, RF_we, a_sel, b_sel;
wire [2:0] imm_sel;
wire [3:0] alu_sel;
wire [1:0] wb_sel ;
Control_Unit ctrl (.inst(inst),
                   .beq(beq),
				   .pc_sel(pc_sel),
				   .imm_sel(imm_sel),
				   .RF_we(RF_we),
				   .a_sel(a_sel),
				   .b_sel(b_sel),
				   .alu_sel(alu_sel),
				   .dm_we(dm_we),
				   .wb_sel(wb_sel));
datapath dp (.clk(clk),
             .rset(rset),
			 .pc_sel(pc_sel),
			 .imm_sel(imm_sel),
			 .wb_sel(wb_sel),
			 .RF_we(RF_we),
			 .a_sel(a_sel),
			 .b_sel(b_sel),
			 .alu_sel(alu_sel),
			 .beq(beq),
			 .inst(inst),
			 .pc(pc),
			 .MEM_addr(MEM_addr),
			 .MEM_rData(MEM_rData),
			 .MEM_wDATA(MEM_wDATA));
endmodule				   
==> flow/run.sh <==
#!/bin/bash
# OpenROAD 26Q1-2900-gdf79404cd8, Yosys 0.63+post, stock flow scripts
make -C /OpenROAD-flow-scripts/flow DESIGN_CONFIG=/design/flow/config.mk WORK_HOME=/design/flow/orfs finish
==> flow/config.mk <==
export PLATFORM = sky130hd
export DESIGN_NAME = riscv_top
export DESIGN_NICKNAME = riscv_top
export VERILOG_FILES = /design/flow/design.v
export SDC_FILE = /design/flow/constraint.sdc
export NUM_CORES = 4
export LEC_CHECK = 1
export CORE_UTILIZATION = 30
==> flow/constraint.sdc <==
current_design riscv_top

set clk_period 17.8
set clk_io_pct 0.2

create_clock -name clk0 -period $clk_period [get_ports {clk}]

set non_clock_inputs [all_inputs -no_clocks]
set_input_delay [expr $clk_period * $clk_io_pct] -clock clk0 $non_clock_inputs
set_output_delay [expr $clk_period * $clk_io_pct] -clock clk0 [all_outputs]
==> CHANGELOG.md <==
### Physical design

- Post-CTS Hold Fix Bufs: 0
- Critical Path Start: inst[16]
- Worst path cell trace: buf_8 > buf_4 > buf_4 > buf_4 > mux4_2 > o22ai_1 > or3_1 > o21ai_0 > mux2_2 > ha_1 > a21o_1 > a221oi_1 > xnor2_1 > nor2_1 > a21oi_1 > clkdlybuf4s50_1
- Slowest stage delay, CP: 0.65 ns
- DRT antenna net count: 0
- Synth-to-layout area growth: 16.1%
- Ys cells: 3112
- Async SR Flop Fraction: 0.0303
- RSZ-0062 raised after global routing: false
- First-pass GRT wire length: 264 mm
- EDFF count, synth: 1024
- Outcome: completed
- Max clock buf depth: 3
- Io pins: 139
- H-tree depth: 3
- Initial antenna violation count: 9
- Post-synth cell types: 75
- Comb pwr share: 0.163
- Maximum VDD drop: 86.3 µV
- Vias in the first global route: 35600
- Die height: 424 µm
- CP Launch Type: primary input
- CTS tree: built
- # resized after CTS: 0
- Setup_tns: 0 ns
- DIE WIDTH: 424 µm
- Number of placed instances, taps included: 5544
- Net switching power: 1.66 mW
- Iteration-0 DRC Markers: 2532
- Clock latency (worst-skew pair): 0.78 ns
- Chip Area, Yosys: 53400 µm²
- Pwr Total: 6.14 mW
- Worst setup endpoint: MEM_addr[6]
- Vias: 32900
- Gr usage total: 0.222
- Top cell area share: 0.576
- Synth Seq Share: 0.591
- Synth area leader: edfxtp_1
- Slowest stage cell on the critical path: buf_4
- Cell leakage power: 19.8 nW
- Seq pwr share: 0.465
- Buffers & Inverters on Critical Path: 5
- Tmin final: 13.54 ns
- Hold slack: 0.699 ns
- Worst hold path cell count: 2
- Worst path depth: 16
- Num CTS Buffers: 110
- Worst Clk Skew: 0.0590 ns
- FF-to-FF path depth: 19
- Setup CP Type: primary input to output pin
- Port Buffers: 138
- Min-delay worst type: flip-flop to flip-flop
- Flop-to-flop setup slack: 11.15 ns
- Layout cells sized above 1: 0.296
- Synth Flop Type: edfxtp_1
- Avg Vias per Cell: 5.72
- Cells after Synth: 3112
- Drt wl/cell: 32.5 µm
- Slew Limit Fails: 0
- Ranking of synthesized cells by area: edfxtp_1 (58%), mux4_2 (22%), mux2i_1 (2.3%)
- Syn. warnings: 7
- DRC Markers: 0
- Final RePlAce weighted congestion: 0.975
- Fmax: 73.9 MHz
- Sinks on Clock Net: 1056
- Slew @ Worst Pin: 1.04 ns
- Final setup violation count: 0
- CP arrival: 9.98 ns
- FP Util: 0.303
- Slew Limit Headroom: 0.304
- Hold Vio Cnt, Final: 0
- Drt pass-1 iters: 26
- Dpl hpwl: 125 mm
- Pwr dens: 99.0 nW/µm²
- Top Family by Delay on Critical Path: buffers and inverters
- Design area: 62000 µm²
- Internal power: 4.48 mW
- DRT Wirelength: 187 mm
- Crit Reg-Reg Endpoint: dp.rf.RF[24][30]$_DFFE_PP_
- CP endpoint kind: output pin
- Peak fanout along the critical path: 61
- Core Footprint: 176000 µm²
- Root buffer cell: clkbuf_16
- Clock Power Share: 0.373
- Non-filler cells in the finished layout: 5753
- Die area: 180000 µm²
- Max-Cap Viols: 0
- Worst-path clk slew: 0.06 ns
- CP most frequent cell: buf_4
- WP data required: 14.24 ns
- Final period utilization: 0.761
- Cell Area, Synth: 53400 µm²
- OpenROAD warning count: 27
- Syn Area/Cell: 17.2 µm²
- Placed cell area: 58500 µm²
- Synth flops: 1056
- FF-to-FF Start: dp.rf.RF[11][0]$_DFFE_PP_
- Site Rows: 154
- Largest net degree at the start of global routing: 78
- Switching fraction of total power: 0.270
- Post-CTS Setup Bufs: 0
- Total gr overflow: 0
synth_stat cells (all sizes together) (14+ instances only):
cell,number
a22o,28
buf,131
o32ai,19
o21ai,91
mux2,30
a221oi,26
nor3,16
o22ai,83
edfxtp,1024
nor4,14
nand3,28
nor2,107
maj3,26
nand4,15
mux4,524
or2,15
dfrtp,32
o211ai,14
a22oi,46
ha,32
clkbuf,103
a21oi,84
a21o,37
mux2i,125
xor2,43
inv,39
xnor2,72
nand2,146
per-layer routing:
layer | global-route usage | up-vias | wire length, µm | share of wire
met5 | 0.0218 | - | 542 | 0.0029
met4 | 0.108 | 16 | 11800 | 0.063
met3 | 0.167 | 453 | 32300 | 0.17
met2 | 0.330 | 2423 | 85900 | 0.46
met1 | 0.229 | 16500 | 56400 | 0.30
li1 | - | 13500 | - | -
layout make-up:
| cell class | instances | area, µm² |
|---|---|---|
| multi-input combinational | 1782 | 21000 |
| antenna | 4 | 10.0 |
| clock inverter | 71 | 696 |
| tap | 2340 | 2930 |
| sequential | 1056 | 31600 |
| clock buffer | 134 | 2860 |
| inverter | 40 | 153 |
| timing repair buffer | 326 | 2820 |
| fill | 16400 | 114000 |
placed cells by master, fill, tap and decap left out, drive strengths merged, types with 16 or more instances in the layout:
cell type	count
maj3	26
edfxtp	1024
buf	195
xor2	43
a221oi	26
o22ai	83
clkbuf	134
mux2	30
a22o	28
a22oi	46
ha	32
nor3	16
clkdlybuf4s50	131
clkinv	54
a21oi	84
mux2i	125
a21o	37
xnor2	72
o32ai	19
inv	46
o21ai	91
nand3	28
mux4	524
nor2	107
nand2	146
dfrtp	32
stage by stage:
step | worst slack (ns) | util
after floorplan | 7.18 | -
after global placement | 4.33 | 0.331
after detailed placement | 4.31 | 0.331
after CTS | 4.27 | 0.351
after global routing | 3.97 | 0.351
final | 4.26 | 0.351
cell families after synthesis:
family	Yosys count	synth area share
compound gates	520	0.0662
xor+xnor	115	0.0189
fa+ha+maj	59	0.0127
buf+inv	274	0.0248
flops	1056	0.591
mux	679	0.251
simple gates	409	0.0361
power groups by stage:
stage | registers [mW] | clock network, mW | logic (mW)
after CTS | 2.85 | 2.31 | 0.990
after global routing | 2.86 | 2.40 | 1.07
final | 2.85 | 2.29 | 1.00
worst reg2reg max path, cell delays in order, from the launching register on:
cell and delay [ns]:
edfxtp_1 0.39, mux4_2 0.47, mux2i_1 0.31, a32oi_1 0.18, and2_1 0.29, o21ai_0 0.53
o21bai_1 0.23, fa_1 0.51, a21o_1 0.22, a221oi_1 0.56, o211ai_1 0.27, a31oi_1 0.49
o21ai_0 0.28, a41o_1 0.32, a21oi_1 0.20, o21ai_0 0.19, or4_1 0.42, nand3_1 0.15
o21ai_2 0.06, buf_4 0.24
how the worst min path moves through the flow:
| stage | from | endpoint | slack, ns |
|---|---|---|---|
| finish | dp.pcreg.d_out[10]$_DFF_PP0_ | dp.pcreg.d_out[10]$_DFF_PP0_ | 0.70 |
| global route | dp.pcreg.d_out[1]$_DFFE_PP0P_ | dp.pcreg.d_out[1]$_DFFE_PP0P_ | 0.70 |
| CTS | dp.pcreg.d_out[1]$_DFFE_PP0P_ | dp.pcreg.d_out[1]$_DFFE_PP0P_ | 0.67 |
flip-flops by register name, indices dropped and copies added (netlist names):
name / flops
dp.rf.RF: 1024
dp.pcreg.d_out: 32
No activity file was given, so power comes from the tool's default toggle rates.
